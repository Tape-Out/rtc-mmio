==> flow/design.v <==
`timescale 1ns/1ps
module rtc_mmio #(
    parameter [31:0] BASE_ADDR      = 32'h8100_9000,
    parameter [31:0] CLK_FREQ       = 32'd100_000_000,       
    parameter [31:0] DEFAULT_YEAR   = 32'h2026_01_01,
    parameter [31:0] DEFAULT_TIME   = 32'h00__00__00,
    parameter [31:0] EXT_CLK_FREQ   = 32'd32768              
)(
    input  wire        clk,
    input  wire        ext_clk,
    input  wire        use_ext_clk,                          
    input  wire        resetn,
    input  wire        mem_valid,
    input  wire        mem_instr,
    output reg         mem_ready,
    input  wire [31:0] mem_addr,
    input  wire [31:0] mem_wdata,
    input  wire [3:0]  mem_wstrb,
    output reg  [31:0] mem_rdata,
    output reg         irq,
    input  wire        eoi
);
    localparam [31:0] RW_REG_CTRL       = BASE_ADDR + 32'h00;
    localparam [31:0] RW_REG_DATE       = BASE_ADDR + 32'h04;   
    localparam [31:0] RW_REG_TIME       = BASE_ADDR + 32'h08;   
    localparam [31:0] RW_REG_ALARM_DATE = BASE_ADDR + 32'h0C;   
    localparam [31:0] RW_REG_ALARM_TIME = BASE_ADDR + 32'h10;   
    localparam [31:0] RO_REG_CUR_DATE   = BASE_ADDR + 32'h14;   
    localparam [31:0] RO_REG_CUR_TIME   = BASE_ADDR + 32'h18;   
    localparam [31:0] RW_REG_INT_MASK   = BASE_ADDR + 32'h1C;   
    localparam [31:0] RW_REG_EXT_FREQ   = BASE_ADDR + 32'h20;   
    localparam [31:0] RO_REG_IS_LEAPY   = BASE_ADDR + 32'h24;   
    localparam [31:0] RO_REG_MONTH_DAYS = BASE_ADDR + 32'h28;   
    reg [31:0] ctrl_reg;
    reg [31:0] date_reg;
    reg [31:0] time_reg;
    reg [31:0] alarm_date_reg;
    reg [31:0] alarm_time_reg;
    reg [31:0] int_mask_reg;
    reg [31:0] ext_freq_reg;
    reg [31:0] cur_date;
    reg [31:0] cur_time;
    reg [31:0] clk_divider;
    reg        tick_1hz;
    wire ctrl_enable     = ctrl_reg[0];
    wire ctrl_alarm_en   = ctrl_reg[1];
    wire ctrl_date_valid = ctrl_reg[3];
    wire int_mask_second = int_mask_reg[0];  
    wire int_mask_minute = int_mask_reg[1];  
    wire int_mask_hour   = int_mask_reg[2];  
    wire int_mask_alarm  = int_mask_reg[3];  
    reg second_irq, minute_irq, hour_irq, alarm_irq;
    reg second_tick, minute_tick, hour_tick, alarm_match;
    wire [31:0] wmask = { {8{mem_wstrb[3]}}, {8{mem_wstrb[2]}}, {8{mem_wstrb[1]}}, {8{mem_wstrb[0]}} };
    wire [31:0] wdata = mem_wdata & wmask;
    wire rtc_clk = use_ext_clk ? ext_clk : clk;
    wire [31:0] actual_ext_freq = (ext_freq_reg > 0) ? ext_freq_reg : EXT_CLK_FREQ;
    wire [31:0] target_freq = use_ext_clk ? actual_ext_freq : CLK_FREQ;
    wire [31:0] divider_value = (target_freq > 0) ? target_freq - 1 : 0;
    wire is_leap_year = ((cur_date[31:16] % 4 == 0) && (cur_date[31:16] % 100 != 0)) || (cur_date[31:16] % 400 == 0);
    wire [7:0] current_month_days;                
    function [7:0] get_month_days;
        input [7:0] bcd_month;
        input is_leap;
        reg [7:0] decimal_month;
        reg [7:0] result;
        begin
            decimal_month = (bcd_month[7:4] * 8'd10) + {4'b0, bcd_month[3:0]};
            case (decimal_month)
                8'd1, 8'd3, 8'd5, 8'd7, 8'd8, 8'd10, 8'd12:
                    result = 8'h31;
                8'd4, 8'd6, 8'd9, 8'd11:
                    result = 8'h30;
                8'd2: begin
                    if (is_leap)
                        result = 8'h29;
                    else
                        result = 8'h28;
                end
                default: result = 8'h31;
            endcase
            get_month_days = result;
        end
    endfunction
    assign current_month_days = get_month_days(cur_date[15:8], is_leap_year);
    always @(posedge rtc_clk) begin: GEN_1Hz_TICK
        if (!resetn) begin
            clk_divider <= 0;
            tick_1hz <= 0;
        end else begin
            if (ctrl_enable && target_freq > 0) begin
                if (clk_divider >= divider_value) begin
                    clk_divider <= 0;
                    tick_1hz <= 1;
                end else begin
                    clk_divider <= clk_divider + 1;
                    tick_1hz <= 0;
                end
            end else begin
                clk_divider <= 0;
                tick_1hz <= 0;
            end
        end
    end
    always @(posedge rtc_clk) begin: RTC_TIMER
        reg [7:0] day_temp, month_temp;
        reg [15:0] year_temp;
        reg [7:0] month_days_temp;
        reg second_tick, minute_tick, hour_tick, alarm_match;
        if (!resetn) begin
            cur_date <= DEFAULT_YEAR;
            cur_time <= DEFAULT_TIME;
        end else begin
            second_tick = 0;
            minute_tick = 0;
            hour_tick = 0;
            alarm_match = 0;
            if (ctrl_enable && tick_1hz) begin
                if (cur_time[7:0] < 8'h59) begin: SECOND
                    if (cur_time[3:0] < 4'h9) begin
                        cur_time[3:0] <= cur_time[3:0] + 1;
                    end else begin
                        cur_time[3:0] <= 0;
                        cur_time[7:4] <= cur_time[7:4] + 1;
                    end
                end else begin
                    cur_time[7:0] <= 0;
                    second_tick = 1;
                    if (cur_time[15:8] < 8'h59) begin: MINUTE
                        if (cur_time[11:8] < 4'h9) begin
                            cur_time[11:8] <= cur_time[11:8] + 1;
                        end else begin
                            cur_time[11:8] <= 0;
                            cur_time[15:12] <= cur_time[15:12] + 1;
                        end
                    end else begin
                        cur_time[15:8] <= 0;
                        minute_tick = 1;
                        if (cur_time[23:16] < 8'h23) begin: HOUR
                            if (cur_time[19:16] < 4'h9) begin
                                cur_time[19:16] <= cur_time[19:16] + 1;
                            end else begin
                                cur_time[19:16] <= 0;
                                cur_time[23:20] <= cur_time[23:20] + 1;
                            end
                        end else begin: YYYYMMDD
                            cur_time[23:16] <= 0;
                            hour_tick = 1;
                            day_temp = cur_date[7:0];
                            month_temp = cur_date[15:8];
                            year_temp = cur_date[31:16];
                            month_days_temp = get_month_days(month_temp, is_leap_year);
                            if (day_temp < month_days_temp) begin: DD
                                if (day_temp[3:0] < 4'h9) begin
                                    day_temp[3:0] = day_temp[3:0] + 1;
                                end else begin
                                    day_temp[3:0] = 0;
                                    day_temp[7:4] = day_temp[7:4] + 1;
                                end
                            end else begin: MM
                                day_temp = 8'h01;
                                if (month_temp < 8'h12) begin
                                    if (month_temp[3:0] < 4'h9) begin
                                        month_temp[3:0] = month_temp[3:0] + 1;
                                    end else begin
                                        month_temp[3:0] = 0;
                                        month_temp[7:4] = month_temp[7:4] + 1;
                                    end
                                end else begin: YYYY
                                    month_temp = 8'h01;
                                    if (year_temp[3:0] < 4'h9) begin
                                        year_temp[3:0] = year_temp[3:0] + 1;
                                    end else begin
                                        year_temp[3:0] = 0;
                                        if (year_temp[7:4] < 4'h9) begin
                                            year_temp[7:4] = year_temp[7:4] + 1;
                                        end else begin
                                            year_temp[7:4] = 0;
                                            if (year_temp[11:8] < 4'h9) begin
                                                year_temp[11:8] = year_temp[11:8] + 1;
                                            end else begin
                                                year_temp[11:8] = 0;
                                                if (year_temp[15:12] < 4'h9) begin
                                                    year_temp[15:12] = year_temp[15:12] + 1;
                                                end else begin
                                                    year_temp[15:12] = 0;
                                                end
                                            end
                                        end
                                    end
                                end
                            end
                            cur_date <= {year_temp, month_temp, day_temp};
                        end
                    end
                end
                if (ctrl_alarm_en && (cur_date == alarm_date_reg) && (cur_time == alarm_time_reg)) begin
                    alarm_match = 1;
                end
            end
        end
    end
    always @(posedge rtc_clk) begin
        if (!resetn || eoi) begin
            irq <= 0;
            second_irq <= 0;
            minute_irq <= 0;
            hour_irq <= 0;
            alarm_irq <= 0;
        end else begin
            if (second_tick && !int_mask_second) second_irq <= 1;
            if (minute_tick && !int_mask_minute) minute_irq <= 1;
            if (hour_tick && !int_mask_hour) hour_irq <= 1;
            if (alarm_match && !int_mask_alarm) alarm_irq <= 1;
            irq <= second_irq || minute_irq || hour_irq || alarm_irq;
        end
    end
    always @(posedge clk) begin
        if (!resetn) begin
            mem_ready <= 0;
        end else mem_ready <= mem_valid && !mem_instr;
    end
    always @(posedge clk) begin: MMIO_READ
        if (!resetn) begin
            mem_rdata <= 0;
        end else begin
            if (mem_valid && (!mem_instr) && mem_wstrb == 0) begin
                case (mem_addr)
                    RW_REG_CTRL:        mem_rdata <= ctrl_reg;
                    RW_REG_DATE:        mem_rdata <= date_reg;
                    RW_REG_TIME:        mem_rdata <= time_reg;
                    RW_REG_ALARM_DATE:  mem_rdata <= alarm_date_reg;
                    RW_REG_ALARM_TIME:  mem_rdata <= alarm_time_reg;
                    RO_REG_CUR_DATE:    mem_rdata <= cur_date;
                    RO_REG_CUR_TIME:    mem_rdata <= cur_time;
                    RW_REG_INT_MASK:    mem_rdata <= int_mask_reg;
                    RW_REG_EXT_FREQ:    mem_rdata <= ext_freq_reg;
                    RO_REG_IS_LEAPY:    mem_rdata <= {31'b0, is_leap_year};
                    RO_REG_MONTH_DAYS:  mem_rdata <= {24'b0, current_month_days};
                    default:            mem_rdata <= 32'h0;
                endcase
            end else begin
                mem_rdata <= 0;
            end
        end
    end
    integer j;
    always @(posedge clk) begin: MMIO_WRITE
        if (!resetn) begin
            ctrl_reg <= 0;
            date_reg <= DEFAULT_YEAR;
            time_reg <= DEFAULT_TIME;
            alarm_date_reg <= DEFAULT_YEAR;
            alarm_time_reg <= DEFAULT_TIME;
            int_mask_reg <= 32'hF;
            ext_freq_reg <= EXT_CLK_FREQ;
        end else begin
            if (mem_valid && (!mem_instr) && mem_wstrb != 0) begin
                case(mem_addr)
                    RW_REG_CTRL:        ctrl_reg <= wdata;
                    RW_REG_DATE:        date_reg <= wdata;
                    RW_REG_TIME:        time_reg <= wdata;
                    RW_REG_ALARM_DATE:  alarm_date_reg <= wdata;
                    RW_REG_ALARM_TIME:  alarm_time_reg <= wdata;
                    RW_REG_INT_MASK:    int_mask_reg <= wdata;
                    RW_REG_EXT_FREQ:    ext_freq_reg <= (wdata > 0) ? wdata : EXT_CLK_FREQ;
                endcase
            end
        end
    end
endmodule
==> flow/run.sh <==
#!/bin/bash
# OpenROAD 26Q1-2900-gdf79404cd8, Yosys 0.63+post, stock flow scripts
make -C /OpenROAD-flow-scripts/flow DESIGN_CONFIG=/design/flow/config.mk WORK_HOME=/design/flow/orfs finish
==> flow/config.mk <==
export PLATFORM = sky130hd
export DESIGN_NAME = rtc_mmio
export DESIGN_NICKNAME = rtc_mmio
export VERILOG_FILES = /design/flow/design.v
export SDC_FILE = /design/flow/constraint.sdc
export NUM_CORES = 4
export LEC_CHECK = 1
export CORE_UTILIZATION = 40
==> flow/constraint.sdc <==
current_design rtc_mmio

set clk_period 11.2
set clk_io_pct 0.2

create_clock -name clk0 -period $clk_period [get_ports {clk}]

set non_clock_inputs [all_inputs -no_clocks]
set_input_delay [expr $clk_period * $clk_io_pct] -clock clk0 $non_clock_inputs
set_output_delay [expr $clk_period * $clk_io_pct] -clock clk0 [all_outputs]
==> notes.md <==
run results: status finished clean, Internal Power 1.97 mW, DR vias/cell 5.81, chip width 223 um, Flop pwr share 40.8%, Slew @ Worst Pin 0.841 ns, period utilization 93.8%, logic area 11,800 um^2, IO Count 109, remaining global-route overflow 0, Async SR Flop Fraction 0%, top_reg_cell synth dfxtp_1, Post-Route Setup TNS 0 ns, CP Capture Type flop, clock transition at the registers of the reported paths 0.08 ns, core area 47,900 um^2, Crit path top cell by count o31ai_2, DR pass1 iterations 7, Setup CP Type flop to flop, Post-synth EDFFs 0, fin cells 3,173, die height 223 um, power per standard cell area 120 nW/um^2, IO buf count 106, first-pass GRT wire length 95,700 um, Commonest Layout Cell nor2_1, crit path from cur_date[20]$_SDFFE_PN0P_, final hold vios 0, largest net degree at the start of global routing 72, post-synthesis chip area from yosys 19,500 um^2, Clock Latency Late Sink 0.76 ns, # Cells Yosys 2,505, Top Layout Cells nor2_1 (551), dfxtp_1 (345), a21oi_1 (280), Area leader share 35.5%, Cell Area, Synth 19,500 um^2, Min-Delay Path Class flop to flop, FMAX 95.2 MHz, syn avg cell area 7.79 um^2, Startpoint Class flop, Storage cell area 6930 um^2, Top cells by area dfxtp_1 (36%), nor2_1 (11%), a21oi_1 (7.2%), CP max-delay cell dfxtp_1, final instance area 22,400 um^2, DR DRC count 0, total number of vias 18.4k, cell taking the most area after synthesis dfxtp_1, CP required 11.88 ns, DR WL/cell 19.4 um, Registers, synthesis 346, all-layer global routing usage 25.1%, share of cells above drive strength 1 7.28%, initial drt markers 1,779, Cell Type Count 121, synthesized instance count 2,505, Post-CTS Setup Bufs 0, Worst VDD drop 0.124 mV, Crit path arrival time 11.19 ns, register area share after synthesis 35.5%, Worst R2R Start cur_date[20]$_SDFFE_PN0P_, Placed Cells 3,098, Fin Clk Skew 0.0959 ns, Routability Congestion 0.924, Hold Startpoint alarm_date_reg[29]$_SDFFE_PN1P_, Final Slew Violations 0, RSZ-0062 raised after global routing false, placed cell area 21,000 um^2, clock share of power 46.1%, sw frac 26.4%, max-cap viol count 0, row count 80, die area 49,600 um^2, Synth Warn # 5, CTS tree yes, Log Warnings 43, fillcell total 4,499, drt total wl 61,400 um, min cycle time layout 10.51 ns, P_leak 8.19 nW, post-route ant nets 0, Layout area overhead 14.7%, fp util 40.7%, switching power total 0.708 mW, relative slew slack 43.9%, antenna violations before repair 0, slowest stage delay, CP 0.70 ns, Comb power frac 13.1%, post-DP HPWL 40,800 um, CP Max Fanout 15, final-report setup violation count 0, number of global-route vias before repair 16.6k
## final cells by class
type                            count  area share [%]
Clock buffer                       58            5.33
Timing Repair Buffer              140            5.86
Clock inverter                     15           0.918
Tap cell                          615            3.44
Inverter                           43           0.744
Antenna cell                        2          0.0224
Sequential cell                   346            31.0
Multi-Input combinational cell   1954            52.7
## cell usage after synthesis (all sizes together), types with 14 or more instances
| cell type | number |
|---|---|
| nor2 | 556 |
| dfxtp | 346 |
| a21oi | 282 |
| nand2 | 192 |
| clkbuf | 147 |
| a22oi | 78 |
| ha | 75 |
| o21ai | 69 |
| xnor2 | 59 |
| nand3 | 58 |
| inv | 42 |
| a222oi | 40 |
| o211ai | 37 |
| nor3 | 33 |
| xor2 | 31 |
| and2 | 26 |
| nand2b | 26 |
| and3 | 25 |
| nand4 | 25 |
| a41oi | 24 |
| nor2b | 21 |
| nor4 | 21 |
| or3 | 20 |
| a31oi | 18 |
| a21o | 15 |
| buf | 15 |
| or2 | 14 |
## power groups by stage
stage         logic [mW]  registers [mW]  clock network (mW)
global route       0.383            1.09                1.31
finish             0.352            1.09                1.24
CTS                0.350            1.09                1.26
## final timing paths
check / endpoint / slack [ns] / depth (start not counted)
worst max-delay path: cur_date[24]$_SDFFE_PN0P_ / 0.69 / 31
worst min-delay path: alarm_date_reg[29]$_SDFFE_PN1P_ / 0.48 / 2
worst max register to register: cur_date[24]$_SDFFE_PN0P_ / 0.69 / 31
worst min register to register: alarm_date_reg[29]$_SDFFE_PN1P_ / 0.48 / 2
## worst max-delay path: cells and delay by family, from the launching register on
kind | cells | cell delay (ns)
adders and majority gates | 1 | 0.32
AOI/OAI and AO/OA | 20 | 5.72
DFF | 1 | 0.70
muxes | 3 | 1.20
buffers and inverters | 2 | 0.53
xor gates and xnor gates | 1 | 0.20
and+or+nand+nor | 4 | 1.74
## per-stage QoR
step	hold WS (ns)	setup slack, ns	total power [mW]	util, %
5_1_grt	0.500	0.0161	2.78	46.6
3_3_place_gp	0.462	0.861	1.49	43.7
3_5_place_dp	0.471	0.885	1.49	43.7
6_report	0.482	0.691	2.68	46.6
2_1_floorplan	0.437	2.60	1.40	-
4_1_cts	0.485	0.839	2.70	46.6
## what timing repair did
item | in CTS | in global routing
endpoints found under the setup margin | 0 | 5
hold buffers | 0 | 0
gates resized | 0 | 2
## routing by layer
metal / part of all wire [%] / vias to the layer above / track usage, % / wire length, um
met5: 0 / - / 0 / 0
met3: 7.5 / 93 / 4.02 / 4610
met2: 46 / 652 / 38.9 / 28000
met1: 44 / 8661 / 37.1 / 27200
met4: 2.8 / 0 / 6.23 / 1700
li1: - / 9039 / - / -
## logic make-up (layout without fill, tap and decap cells)
| group | after synthesis | count (layout) | synth area share (%) |
|---|---|---|---|
| AND-OR/OR-AND | 692 | 692 | 24.4 |
| XOR/XNOR | 90 | 90 | 4.39 |
| adder cells (fa/ha/maj) | 80 | 80 | 5.17 |
| buffers and inverters | 205 | 256 | 4.15 |
| flip-flops | 346 | 346 | 35.5 |
| multiplexers | 18 | 18 | 0.975 |
| other | 1 | 3 | 0.0192 |
| AND/OR/NAND/NOR | 1073 | 1073 | 25.4 |
Power figures rest on the tool's default switching activity, not on a simulated workload.
